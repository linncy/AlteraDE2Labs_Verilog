==> design/flow/design.v <==
module part1 (SW, HEX0, HEX1, HEX2, HEX3);
   input [17:0] SW;
   output [0:6] HEX0, HEX1, HEX2, HEX3;
   b2d_7seg B0 (SW[3:0], HEX0);
   b2d_7seg B1 (SW[7:4], HEX1);
   b2d_7seg B2 (SW[11:8], HEX2);
   b2d_7seg B3 (SW[15:12], HEX3);
endmodule
module b2d_7seg (X, SSD);
       input [3:0] X;
       output [0:6] SSD;
       assign SSD[0] = ((~X[3] & ~X[2] & ~X[1] &  X[0]) | (~X[3] &  X[2] & ~X[1] & ~X[0]));
       assign SSD[1] = ((~X[3] &  X[2] & ~X[1] &  X[0]) | (~X[3] &  X[2] &  X[1] & ~X[0]));
       assign SSD[2] =  (~X[3] & ~X[2] &  X[1] & ~X[0]);
       assign SSD[3] = ((~X[3] & ~X[2] & ~X[1] &  X[0]) | (~X[3] &  X[2] & ~X[1] & ~X[0]) | (~X[3] &  X[2] & X[1] & X[0]) | (X[3] & ~X[2] & ~X[1] & X[0]));
       assign SSD[4] = ~((~X[2] & ~X[0]) | (X[1] & ~X[0]));
       assign SSD[5] = ((~X[3] & ~X[2] & ~X[1] &  X[0]) | (~X[3] & ~X[2] &  X[1] & ~X[0]) | (~X[3] & ~X[2] & X[1] & X[0]) | (~X[3] & X[2] & X[1] & X[0]));
       assign SSD[6] = ((~X[3] & ~X[2] & ~X[1] &  X[0]) | (~X[3] & ~X[2] & ~X[1] & ~X[0]) | (~X[3] &  X[2] & X[1] & X[0]));
endmodule
==> design/flow/run.sh <==
#!/bin/bash
# OpenROAD 26Q1-2900-gdf79404cd8, Yosys 0.63+post, stock flow scripts
make -C /OpenROAD-flow-scripts/flow DESIGN_CONFIG=/design/flow/config.mk WORK_HOME=/design/flow/orfs finish
==> design/flow/config.mk <==
export PLATFORM = sky130hd
export DESIGN_NAME = part1
export DESIGN_NICKNAME = part1
export VERILOG_FILES = /design/flow/design.v
export SDC_FILE = /design/flow/constraint.sdc
export NUM_CORES = 4
export LEC_CHECK = 1
export CORE_AREA = 10 10 70 70
export DIE_AREA = 0 0 80 80
==> design/flow/constraint.sdc <==
current_design part1

set clk_period 2.1
set clk_io_pct 0.2

create_clock -name clk0 -period $clk_period

set non_clock_inputs [all_inputs -no_clocks]
set_input_delay [expr $clk_period * $clk_io_pct] -clock clk0 $non_clock_inputs
set_output_delay [expr $clk_period * $clk_io_pct] -clock clk0 [all_outputs]
==> flow_summary.toml <==
# flow metrics
[final_timing]
hold_ws_ns = 1.49
setup_viol = 0
period_used_share = 0.952
finalHoldViolations = 0
slew_headroom = 0.794
worst_slew_pin_slew_ns = 0.309
post-route-min-period_ns = 2.00
rsz0062_at_grt = "no"
drv_slew = 0
fmax_mhz = 500

[synthesis]
top_cell_area_share = 0.164
ys_cells = 77
ys_area_sq_um = 457
yosysWarnings = 0
netlist_area_sq_um = 457
synth.distinct_cells = 20
synth_cells = 77
yosysTopAreaCell = "nand2b_1"
seq_area_frac_synth = 0
topCellsByArea = "nand2b_1 (16%), xnor2_1 (15%), nor3_1 (11%), a21oi_1 (7.7%), buf_2 (7.7%)"
syn_avg_cell_area_sq_um = 5.93

[detailed_routing]
drt_wl_total_mm = 1.77
ant_nets = 0
routed-via-count = 656
vias_per_cell = 3.90
drtIter0Drc = 8
firstDrtPassIters = 3
wl_per_cell_um = 10.5
route.detailed.drc = 0
antenna_cells = 0

[cells_and_area]
flops = 0
synthToLayoutAreaGrowth_pct = 112
regArea_sq_um = 0
nClkBuffers = 0
mostFrequentLayoutCells = "clkdlybuf4s50_1 (28), nand2b_1 (9), clkbuf_2 (9), buf_4 (9), xnor2_1 (8)"
post-route-util = 0.283
final_common_cell = "clkdlybuf4s50_1"
fin_area_sq_um = 967
drive_above_1_share = 0.230

[global_route]
grt_max_degree = 10
antenna_found_initial = 0
grt_pass1_wl_mm = 2.85
grt_usage = 0.0508
grt_pass1_vias = 618
grt_overflow_total = 0

[placed_design]
place_area_sq_um = 976
numPortBuffers = 44
dpl.hpwl_mm = 1.51
globalplace.congestion = 0.754

[setup_path]
end_kind = "primary output"
crit_buf_inv = 2
critPathTopFamily = "buffers and inverters"
cp_max_fo = 6
startpoint_type = "primary input"
required_ns = 1.68
path_cells = "clkdlybuf4s15_1 > or2_1 > o21ai_2 > a21o_1 > clkdlybuf4s50_1"
crit_type = "in -> out"
cp_slowest_stage_delay_ns = 0.46
crit_arrival_ns = 1.58
crit_slowest_cell = "clkdlybuf4s50_1"

[pwr]
switching_power_mw = 0.0652
power.leakage_nw = 0.408
vdd_drop_max_mv = 0.0453
combinationalPowerShare = 1.000
p_clk_frac = 0
total_power_mw = 0.173
swShare = 0.377
seqPwrFrac = 0
p_per_area_mw_per_mm2 = 179
intPower_mw = 0.108

[clock_network]
post_cts_buffers = 0

[die]
fp.dieW_um = 80
die_area_sq_mm = 0.00640
coreArea_sq_mm = 0.00342
io-pin-count = 46
initCoreUtil = 0.134
die_y_um = 80
num_rows = 21

[min_path]
hold_class = "in -> out"
min-delay-start = "SW[0]"
hold-path-endpoint = "HEX0[2]"
whs_path_depth = 3

[status]
status = "completed"

[run]
cap_violations = 0
warnings = 34
how the worst max path moves through the flow:
stage	start	endpoint	depth (start not counted)
finish	SW[9]	HEX2[3]	5
CTS	SW[13]	HEX3[3]	5
global route	SW[1]	HEX0[1]	4
cells by family after synthesis:
group,Yosys count,share of synthesized area
buffers and inverters,13,0.142
AND-OR/OR-AND,17,0.244
AND/OR/NAND/NOR,39,0.460
XOR/XNOR,8,0.153
power by group through the flow:
stage | Combinational, mW | Sequential, mW | Clock, mW
CTS | 0.179 | 0 | 0
global route | 0.193 | 0 | 0
finish | 0.173 | 0 | 0
Yosys cell counts (all sizes together):
cell and count:
nor4 1, buf 8, inv 5, a31o 1, nand2b 12, o21bai 1, a21o 4, nor2 4
nand3 3, nand2 4, a21oi 7, a211oi 1, or2 3, xnor2 8, nor3 10, nor3b 2
o21ai 3
routing by layer:
metal,wire (um),vias to the layer above,track usage
met3,212,0,0.0170
li1,-,352,-
met2,838,21,0.0859
met5,0,-,0
met1,715,283,0.0646
met4,0,0,0
stage by stage:
step	setup slack [ns]	TNS [ns]	instances
final	0.101	0	168
after global placement	-0.210	-3.64	168
after CTS	0.0131	0	168
after global routing	0.00221	0	168
after detailed placement	-0.229	-4.18	168
after floorplan	0.731	0	77
area by class of cell:
| cell class | count | area [sq um] |
|---|---|---|
| inverter | 5 | 18.8 |
| multi-input combinational | 64 | 435 |
| timing repair buffer | 53 | 455 |
| tap | 46 | 57.6 |
| fill | 392 | 2450 |
timing repair:
action                                  in CTS  in global routing
hold buffers                                 0                  0
gates resized                               23                 19
endpoints found under the setup margin      28                 13
pin swaps                                    1                  1
hold endpoints to repair                     0                  0
Power is estimated from default activity; no workload was simulated.
