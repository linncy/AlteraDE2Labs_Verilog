$ cat design/flow/design.v
module counter_modk(clock, reset_n, Q);
  parameter n = 4;
  parameter k = 16;
  input clock, reset_n;
  output [n-1:0] Q;
  reg [n-1:0] Q;
  always @(posedge clock or negedge reset_n)
  begin
    if (~reset_n)
      Q <= 'd0;
    else begin
      Q <= Q + 1'b1;
      if (Q == k)
        Q <= 'd0;
    end
  end
endmodule
module part7 (CLOCK_50, SW, KEY, LEDR, LEDG, HEX0, HEX1, HEX2, HEX3, HEX4, HEX5, HEX6, HEX7);
  input CLOCK_50;
  input [17:0] SW;
  input [3:0] KEY;
  output [17:0] LEDR;
  output [8:0] LEDG;
  output [0:6] HEX0, HEX1, HEX2, HEX3, HEX4, HEX5, HEX6, HEX7;
  reg [3:0] state;
  reg [0:6] H0, H1, H2, H3, H4, H5, H6, H7, H8;
  wire [22:0] counter;
  wire [4:0] counter2;
  reg trigger;
  counter_modk C0 (CLOCK_50, 1, counter);
  defparam C0.n = 23;
  defparam C0.k = 6250000;
  counter_modk C1 (counter[22], 1, counter2);
  defparam C1.n = 5;
  defparam C1.k = 32;
  always @ (posedge trigger)
  begin
    if (~SW[0]) begin
      H8 = H7;
      H7 = H6;
      H6 = H5;
      H5 = H4;
      H4 = H3;
      H3 = H2;
      H2 = H1;
      H1 = H0;
      case (state)
        0: H0 = 7'b1001000;
        1: H0 = 7'b0110000;
        2: H0 = 7'b1110001;
        3: H0 = 7'b1110001;
        4: H0 = 7'b0000001;
        5: H0 = 7'b1111111;
        6: H0 = 7'b1111111;
        7: H0 = 7'b1111111;
        8: H0 = H8;
      endcase
      if (state < 8) begin
        state = state + 1;
      end
    end else begin
      state = 0;
      H0 = 7'b1111111;
      H8 = 7'b1111111;
      H7 = 7'b1111111;
      H6 = 7'b1111111;
      H5 = 7'b1111111;
      H4 = 7'b1111111;
      H3 = 7'b1111111;
      H2 = 7'b1111111;
      H1 = 7'b1111111;
    end
  end
  assign HEX0 = H0;
  assign HEX1 = H1;
  assign HEX2 = H2;
  assign HEX3 = H3;
  assign HEX4 = H4;
  assign HEX5 = H5;
  assign HEX6 = H6;
  assign HEX7 = H7;
  assign LEDG[3:0] = state;
  reg [3:0] y_Q, Y_D;  
  parameter A = 4'b0000, B = 4'b0001, C = 4'b0010, D = 4'b0011, E = 4'b0100, F = 4'b0101, G = 4'b0110, H = 4'b0111, I = 4'b1000;
  always @(KEY[0], SW[0], KEY[1], y_Q)
  begin: state_table
    case (y_Q)
      A: if (SW[0]) Y_D = C;
        else if (~KEY[0]) Y_D = B;
        else if (~KEY[1]) Y_D = A;
      B: if (SW[0]) Y_D = C;
        else if (~KEY[0]) Y_D = C;
        else if (~KEY[1]) Y_D = A;
      C: if (SW[0]) Y_D = C;
        else if (~KEY[0]) Y_D = D;
        else if (~KEY[1]) Y_D = B;
      D: if (SW[0]) Y_D = C;
        else if (~KEY[0]) Y_D = E;
        else if (~KEY[1]) Y_D = C;
      E: if (SW[0]) Y_D = C;
        else if (~KEY[0]) Y_D = E;
        else if (~KEY[1]) Y_D = D;
      default: Y_D = 4'bxxxx;
    endcase
  end  
  always @(posedge (KEY[0] && KEY[1]) )
  begin: state_FFs
    y_Q = Y_D;
  end  
  assign LEDR[3:0] = y_Q;
  reg [27:0] z;
  parameter z1 = 28'b0000101111101011110000100000, z2 = 28'b0001011111010111100001000000, z3 = 28'b0010111110101111000010000000, z4 = 28'b0101111101011110000100000000, z5 = 28'b1011111010111100001000000000;
  always @(counter2, y_Q)
  begin
    case (y_Q)
      A: trigger = counter2[0];
      B: trigger = counter2[1];
      C: trigger = counter2[2];
      D: trigger = counter2[3];
      E: trigger = counter2[4];
      default: trigger = 0;
    endcase
  end
  assign LEDR[17:13] = counter2;
endmodule
$ cat design/flow/run.sh
#!/bin/bash
# OpenROAD 26Q1-2900-gdf79404cd8, Yosys 0.63+post, stock flow scripts
make -C /OpenROAD-flow-scripts/flow DESIGN_CONFIG=/design/flow/config.mk WORK_HOME=/design/flow/orfs finish
$ cat design/flow/config.mk
export PLATFORM = sky130hd
export DESIGN_NAME = part7
export DESIGN_NICKNAME = part7
export VERILOG_FILES = /design/flow/design.v
export SDC_FILE = /design/flow/constraint.sdc
export NUM_CORES = 4
export LEC_CHECK = 1
export CORE_UTILIZATION = 40
$ cat design/flow/constraint.sdc
current_design part7

set clk_period 2.8
set clk_io_pct 0.2

create_clock -name clk0 -period $clk_period [get_ports {CLOCK_50}]

set non_clock_inputs [all_inputs -no_clocks]
set_input_delay [expr $clk_period * $clk_io_pct] -clock clk0 $non_clock_inputs
set_output_delay [expr $clk_period * $clk_io_pct] -clock clk0 [all_outputs]
==> job_summary.md <==
### Flow metrics

| Metric | Value |
|---|---|
| # Cells Yosys | roughly 340 |
| CTS buffer count | 3 |
| Area leader share | approximately 53% |
| RSZ-0062 raised after global routing | no |
| Comb area | about 1400 sq um |
| DRT antenna net count | 0 |
| Worst clock skew | between 0.008 and 0.009 ns |
| Crit path max-delay cell type | or3_1 |
| Slew Limit Fails | 0 |
| DRT iter0 DRCs | about 75 |
| Seq. cell area | around 1900 sq um |
| H-tree levels | 1 |
| Number of global-route vias before repair | between 2,000 and 2,500 |
| DR WL/cell | between 10 and 15 um |
| Tmin final | 1.922 ns |
| Place WS | slightly above 0.9 ns |
| Mapped Area | ~3400 sq um |
| Worst min path class | reg -> reg |
| Final Setup Violations | 0 |
| Crit-path max FO | 7 |
| Endpoints left unconstrained | about 140 |
| R2R depth | 5 |
| Hold Path Cell Cnt | 1 |
| Worst slew pin tran | 0.5205 ns |
| Clk buf depth | 2 |
| Overall routed net length | 6036 um |
| Largest net degree at the start of global routing | around 63 |
| OpenROAD warning count | approximately 48 |
| TNS Setup | 0 ns |
| Max-Cap Viols | 0 |
| Status | complete, no violations |
| Critical Path RT | 3.00 ns |
| Cell type with the largest total area | dfxtp_1 |
| Simple-Gate Area Share | between 20% and 30% |
| Post-synth EDFFs | 0 |
| Crit end category | flip-flop |
| Register pins left without a clock | 71 |
| CTS Hold Buffers Added | 0 |
| CTS root buf | clkbuf_8 |
| TritonCTS clock tree | built |
| Total GRT Usage | 13.83% |
| Pre-Place Util | 41.53% |
| Via density per instance | ~4.6 |
| Top-count cell post-synth | dfxtp_1 |
| DR DRC count | 0 |
| DP HPWL | roughly 4400 um |
| Via count | 2,334 |
| Share of flip-flops with an asynchronous set or reset | 0% |
| Fin area | ~4200 sq um |
| Setup WS post-layout | 0.8783 ns |
| # fillers | just under 800 |
| First-pass GRT wire length | between 9000 and 10,000 um |
| Post-CTS setup buffers | 0 |
| Area grow syn2layout | 23.58% |
| LEAKAGE | approximately 1.6 nW |
| Worst endpoint data arrival time | around 2.1 ns |
| Power Dens Cells | 133.5 nW/um^2 |
| Clk latency late pin | roughly 0.26 ns |
| Distinct lib cells used | 46 |
| Post-layout period usage | between 60% and 70% |
| Ports | roughly 110 |
| Top cells by count | 91 x dfxtp_1, 50 x or2_2, 19 x nor2_1, 18 x nand2_1, 16 x buf_4 |
| CP peak stage delay | 0.41 ns |
| Vert. Die Dim | ~94 um |
| Die Width | about 94 um |
| Comb area leader | simple AND/OR/NAND/NOR gates |
| Syn Area/Cell | between 10 and 15 sq um |
| Share of cells above drive strength 1 | approximately 15% |
| PortBufs | between 70 and 80 |
| Post-synth regs | ~94 |
| Adder Area Share | under 10% |
| Yosys xor share | ~5.4% |
| Yosys Chip Area | around 3400 sq um |
| Clk slew on worst S/H paths | around 0.080 ns |
| Synth Warn # | 19 |
| Post-CTS sizing | 0 |
| Gpl congestion | approximately 0.74 |
| Ao+oa area frac | between 6 and 7% |
| DP Area | 4170 sq um |
| Row cnt | 33 |
| Top cells by area | dfxtp_1 53%, or2_2 9.2%, xnor2_1 3.9% |
| CP Cell Sequence | ha_1 > and4_1 > nand4_1 > or3_1 > a21oi_1 |
| Core area | between 8000 and 9000 sq um |
| DIE AREA | 8904 sq um |
| Cell count after synthesis | between 300 and 400 |
| Global route overflow | 0 |
| Hold Vio Cnt, Final | 0 |
| VDD IR max | between 0.4 and 0.5 mV |
| Mux frac, synth | less than 1% |
| Max_slew headroom | around two thirds |
| Ys flop type | dfxtp_1 |
| 1st-pass router iterations | 4 |
| Critical path class | reg -> reg |
| Hold_ws | about 0.47 ns |
| Initial antenna violation count | 0 |
| ANT cells | 0 |
| Highest Clock Rate | 520.4 MHz |
| Kind of start point of the critical path | flip-flop |
-- worst max-delay path: cells and delay by family (launching register included) --
family	cells	cell delay (ns)
simple gates	3	1.10
fa+ha+maj	1	0.22
flops	1	0.38
compound gates	1	0.15
-- sequential cells by signal, indices dropped and copies added, names as in the netlist, 5 cells and up --
register  flops
C0.Q         23
H2            7
H0            7
H3            7
H5            7
H4            7
C1.Q          5
H6            7
H7            7
H1            7
-- stage by stage --
step / utilization, % / std cells / power, mW
after floorplan: - / 354 / 0.3735
after global routing: 51.32 / 508 / 0.5932
final: 51.32 / 508 / 0.5628
after detailed placement: 50.75 / 504 / 0.3711
after CTS: 51.32 / 508 / 0.5753
after global placement: 50.75 / 504 / 0.3709
-- cell usage in the layout (no fill, tap or decap), types with 2 or more instances in the layout --
master,count
and3b_1,2
clkbuf_8,3
mux2i_1,2
a221o_1,2
a21oi_1,10
and4_1,4
nor2_1,19
or4_1,3
dlxtn_1,3
buf_4,3
xnor2_1,15
o31ai_1,2
nand4_1,5
and2_1,3
o21ai_0,8
a211oi_1,4
or3_1,4
ha_1,7
xor2_1,6
or2_2,50
nor2b_1,3
conb_1,15
o22ai_1,2
clkdlybuf4s50_1,71
dfxtp_1,91
nor3_1,3
nand2_1,18
inv_1,11
nand3_1,13
and3_1,4
-- logic make-up after synthesis --
family / after synthesis
latches: 3
xor gates and xnor gates: 21
other: 1
AOI/OAI and AO/OA: 35
adders and majority gates: 7
buffers and inverters: 40
and+or+nand+nor: 139
muxes: 3
DFF: 91
-- metal layers --
layer	vias up	global-route usage [%]	wire, um
met4	0	0.5128	14
met2	45	21.07	2652
met1	1057	22.41	3067
met3	2	2.614	301
li1	1230	-	-
met5	-	0	0
-- path summary, 6_finish.rpt --
check | startpoint | endpoint | slack (ns)
hold / removal | C0.Q[0] | C0.Q[0] | 0.47
setup reg to reg | C0.Q[0] | C0.Q[18] | 0.88
hold reg to reg | C0.Q[0] | C0.Q[0] | 0.47
setup / recovery | C0.Q[0] | C0.Q[18] | 0.88
-- layout make-up --
class	count	area share, %
Inverter	11	0.9792
Clock inverter	1	0.1187
Tap cell	105	3.116
Multi-Input combinational cell	220	33.15
Clock buffer	3	0.9792
Sequential cell	94	44.27
Timing Repair Buffer	74	17.39
-- report_power, final --
group          internal (mW)  switching [mW]  leakage (nW)
logic                 0.0119          0.0177         0.833
registers              0.332         0.00124         0.767
clock network         0.0992           0.101        0.0255
total                  0.443           0.120          1.63
Power figures rest on the tool's default switching activity, not on a simulated workload.
