## /design/flow/config.mk

```make
export PLATFORM = sky130hd
export DESIGN_NAME = part4
export DESIGN_NICKNAME = part4
export VERILOG_FILES = /design/flow/design.v
export SDC_FILE = /design/flow/constraint.sdc
export NUM_CORES = 4
export LEC_CHECK = 1
export CORE_UTILIZATION = 30
```

## /design/flow/design.v

```verilog
module counter_16bit (En, Clk, Clr, Q);
  input En, Clk, Clr;
  output [15:0] Q;
  wire [15:0] T, Qs;
  t_flipflop T0 (En, Clk, Clr, Qs[0]);
  assign T[0] = En & Qs[0];
  t_flipflop T1 (T[0], Clk, Clr, Qs[1]);
  assign T[1] = T[0] & Qs[1];
  t_flipflop T2 (T[1], Clk, Clr, Qs[2]);
  assign T[2] = T[1] & Qs[2];
  t_flipflop T3 (T[2], Clk, Clr, Qs[3]);
  assign T[3] = T[2] & Qs[3];
  t_flipflop T4 (T[3], Clk, Clr, Qs[4]);
  assign T[4] = T[3] & Qs[4];
  t_flipflop T5 (T[4], Clk, Clr, Qs[5]);
  assign T[5] = T[4] & Qs[5];
  t_flipflop T6 (T[5], Clk, Clr, Qs[6]);
  assign T[6] = T[5] & Qs[6];
  t_flipflop T7 (T[6], Clk, Clr, Qs[7]);
  assign T[7] = T[6] & Qs[7];
  t_flipflop T8 (T[7], Clk, Clr, Qs[8]);
  assign T[8] = T[7] & Qs[8];
  t_flipflop T9 (T[8], Clk, Clr, Qs[9]);
  assign T[9] = T[8] & Qs[9];
  t_flipflop T10 (T[9], Clk, Clr, Qs[10]);
  assign T[10] = T[9] & Qs[10];
  t_flipflop T11 (T[10], Clk, Clr, Qs[11]);
  assign T[11] = T[10] & Qs[11];
  t_flipflop T12 (T[11], Clk, Clr, Qs[12]);
  assign T[12] = T[11] & Qs[12];
  t_flipflop T13 (T[12], Clk, Clr, Qs[13]);
  assign T[13] = T[12] & Qs[13];
  t_flipflop T14 (T[13], Clk, Clr, Qs[14]);
  assign T[14] = T[13] & Qs[14];
  t_flipflop T15 (T[14], Clk, Clr, Qs[15]);
  assign Q = Qs;
endmodule
module counter_26bit (En, Clk, Clr, Q);
  input En, Clk, Clr;
  output [25:0] Q;
  wire [25:0] T, Qs;
  t_flipflop T0 (En, Clk, Clr, Qs[0]);
  assign T[0] = En & Qs[0];
  t_flipflop T1 (T[0], Clk, Clr, Qs[1]);
  assign T[1] = T[0] & Qs[1];
  t_flipflop T2 (T[1], Clk, Clr, Qs[2]);
  assign T[2] = T[1] & Qs[2];
  t_flipflop T3 (T[2], Clk, Clr, Qs[3]);
  assign T[3] = T[2] & Qs[3];
  t_flipflop T4 (T[3], Clk, Clr, Qs[4]);
  assign T[4] = T[3] & Qs[4];
  t_flipflop T5 (T[4], Clk, Clr, Qs[5]);
  assign T[5] = T[4] & Qs[5];
  t_flipflop T6 (T[5], Clk, Clr, Qs[6]);
  assign T[6] = T[5] & Qs[6];
  t_flipflop T7 (T[6], Clk, Clr, Qs[7]);
  assign T[7] = T[6] & Qs[7];
  t_flipflop T8 (T[7], Clk, Clr, Qs[8]);
  assign T[8] = T[7] & Qs[8];
  t_flipflop T9 (T[8], Clk, Clr, Qs[9]);
  assign T[9] = T[8] & Qs[9];
  t_flipflop T10 (T[9], Clk, Clr, Qs[10]);
  assign T[10] = T[9] & Qs[10];
  t_flipflop T11 (T[10], Clk, Clr, Qs[11]);
  assign T[11] = T[10] & Qs[11];
  t_flipflop T12 (T[11], Clk, Clr, Qs[12]);
  assign T[12] = T[11] & Qs[12];
  t_flipflop T13 (T[12], Clk, Clr, Qs[13]);
  assign T[13] = T[12] & Qs[13];
  t_flipflop T14 (T[13], Clk, Clr, Qs[14]);
  assign T[14] = T[13] & Qs[14];
  t_flipflop T15 (T[14], Clk, Clr, Qs[15]);
  assign T[15] = T[14] & Qs[15];
  t_flipflop T16 (T[15], Clk, Clr, Qs[16]);
  assign T[16] = T[15] & Qs[16];
  t_flipflop T17 (T[16], Clk, Clr, Qs[17]);
  assign T[17] = T[16] & Qs[17];
  t_flipflop T18 (T[17], Clk, Clr, Qs[18]);
  assign T[18] = T[17] & Qs[18];
  t_flipflop T19 (T[18], Clk, Clr, Qs[19]);
  assign T[19] = T[18] & Qs[19];
  t_flipflop T20 (T[19], Clk, Clr, Qs[20]);
  assign T[20] = T[19] & Qs[20];
  t_flipflop T21 (T[20], Clk, Clr, Qs[21]);
  assign T[21] = T[20] & Qs[21];
  t_flipflop T22 (T[21], Clk, Clr, Qs[22]);
  assign T[22] = T[21] & Qs[22];
  t_flipflop T23 (T[22], Clk, Clr, Qs[23]);
  assign T[23] = T[22] & Qs[23];
  t_flipflop T24 (T[23], Clk, Clr, Qs[24]);
  assign T[24] = T[23] & Qs[24];
  t_flipflop T25 (T[24], Clk, Clr, Qs[25]);
  assign T[25] = T[24] & Qs[25];
  assign Q = Qs;
endmodule
module part4 (CLOCK_50, HEX7, HEX6, HEX5, HEX4, HEX3, HEX2, HEX1, HEX0, LEDR, KEY);
  input CLOCK_50;
  input [3:0] KEY;
  output [15:0] LEDR;
  output [0:6] HEX7, HEX6, HEX5, HEX4, HEX3, HEX2, HEX1, HEX0;
  wire [25:0] Q;
  wire [15:0] Q2;
  reg Clr, Clr2;
  counter_26bit C0 (1, CLOCK_50, Clr, Q);
  counter_16bit DISPLAY (1, Clr, Clr2, Q2);
  always @ (negedge CLOCK_50) begin
    if (Q >= 50000000) begin
      Clr = 1;
    end else begin
      Clr = 0;
    end
  end
  always @ (negedge Clr) begin
    if (Q2 >= 9) begin
      Clr2 = 1;
    end else begin
      Clr2 = 0;
    end
  end
  t_flipflop T0 (1, Clr, 0, LEDR[4]);
  b2d_ssd H0 (Q2[3:0], HEX0);
endmodule
module b2d_ssd (X, SSD);
  input [3:0] X;
  output reg [0:6] SSD;
  always begin
    case(X)
      0:SSD=7'b0000001;
      1:SSD=7'b1001111;
      2:SSD=7'b0010010;
      3:SSD=7'b0000110;
      4:SSD=7'b1001100;
      5:SSD=7'b0100100;
      6:SSD=7'b0100000;
      7:SSD=7'b0001111;
      8:SSD=7'b0000000;
      9:SSD=7'b0001100;
    endcase
  end
endmodule
module hex_ssd (BIN, SSD);
  input [15:0] BIN;
  output reg [0:6] SSD;
  always begin
    case(BIN)
      0:SSD=7'b0000001;
      1:SSD=7'b1001111;
      2:SSD=7'b0010010;
      3:SSD=7'b0000110;
      4:SSD=7'b1001100;
      5:SSD=7'b0100100;
      6:SSD=7'b0100000;
      7:SSD=7'b0001111;
      8:SSD=7'b0000000;
      9:SSD=7'b0001100;
      10:SSD=7'b0001000;
      11:SSD=7'b1100000;
      12:SSD=7'b0110001;
      13:SSD=7'b1000010;
      14:SSD=7'b0110000;
      15:SSD=7'b0111000;
    endcase
  end
endmodule
module t_flipflop (En, Clk, Clr, Q);
  input En, Clk, Clr;
  output reg Q;
  always @ (posedge Clk)
    if (Clr)
      Q = 0;
    else if (En)
      Q = ~Q;
endmodule
```

## /design/flow/constraint.sdc

```tcl
current_design part4

set clk_period 3.7
set clk_io_pct 0.2

create_clock -name clk0 -period $clk_period [get_ports {CLOCK_50}]

set non_clock_inputs [all_inputs -no_clocks]
set_input_delay [expr $clk_period * $clk_io_pct] -clock clk0 $non_clock_inputs
set_output_delay [expr $clk_period * $clk_io_pct] -clock clk0 [all_outputs]
```

## /design/flow/run.sh

```bash
#!/bin/bash
# OpenROAD 26Q1-2900-gdf79404cd8, Yosys 0.63+post, stock flow scripts
make -C /OpenROAD-flow-scripts/flow DESIGN_CONFIG=/design/flow/config.mk WORK_HOME=/design/flow/orfs finish
```

==> Slide: Implementation Results <==
Flow Results at a Glance

Placed design
  – I/O Buffers: 8
  – Hpwl dp: 2671 um
  – Inst Count DP: 432
  – GPL Wtd Cong: 0.7398

Global route
  – Vias in the first global route: 1450
  – Grt total ovfl: 0
  – Largest net degree at the start of global routing: 43
  – First-pass GRT wire length: 6582 um
  – Total GRT Usage: 8.075%
  – Initial antenna violation count: 0

Setup path
  – WP data arrival: 1.34 ns
  – Slowest stage delay, CP: 0.41 ns
  – Worst Setup Start Kind: flip-flop
  – Buf/Inv on CP: 0
  – WP data required: 2.10 ns
  – Critical setup path kind: reg -> reg
  – Slowest stage cell, crit path: dfxtp_1
  – Crit-path cells: nand4_1, a21oi_1, nor2_1, o211ai_1
  – Crit-path max FO: 6
  – Reg-to-reg slack, setup: 0.76 ns
  – Crit path max-delay family: flip-flops
  – Crit end category: flip-flop

Layout
  – Logic area: 1345 um2
  – Area Growth Syn to Fin: -1.807%
  – Max FFs per register: 7
  – Filler cell count in the final layout: 871
  – Flop area: 1006 um2
  – Final cell count without fillers: 436
  – Fraction of layout cells with a size suffix above 1: 3.963%

Clocking
  – CTS tree: done
  – Clock transition at path regs: 0.09 ns
  – Htree depth: 1
  – CTS root buf: clkbuf_8
  – CTS resizes: 0
  – Clk buf depth: 2
  – Setup repair bufs after CTS: 0
  – Post-CTS Hold Buffers: 0
  – Worst-Skew Late Latency: 0.33 ns
  – Cts bufs inserted: 3

Detailed routing
  – Drt drc: 0
  – Starting DRC count in detailed routing: 104
  – Via density per instance: 4.321
  – Via count: 1884
  – Routed WL per cell: 8.959 um
  – Iteration tally of the first detailed-router pass: 5
  – Final ANT Viol Nets: 0
  – DRT Wirelength: 3906 um
  – Ant. Diodes: 0

Run
  – Max-cap viol count: 0
  – Total tool warning count: 30

Yosys
  – Cell Type Count: 39
  – Yosys Chip Area: 2701 um2
  – Yosys reg bits: 52
  – Ys cells: 332
  – Post-Syn Area per Cell: 8.137 um2
  – Mapped cell area: 2701 um2
  – Post-Syn Instances: 332
  – Ys Warns: 71

STA
  – Slew headroom: 56.70%
  – Endpoints left unconstrained: 33
  – Register pins left without a clock: 25
  – Worst-Margin Slew: 0.6485 ns
  – Pins over their slew limit: 0
  – Final setup viols: 0
  – Final hold vios: 0
  – Setup TNS: 0 ns
  – Setup repair after global routing missed its margin: false
  – Clock Skew: 0.06712 ns

Floorplanning
  – Fp_density: 30.98%
  – Die width: 96.89 um
  – Chip height: 96.89 um
  – Chip footprint: 9388 um2
  – Core area: 8721 um2
  – Num rows: 34
  – # IOs: 77

Power and ir drop
  – VDD IR-drop max: 0.1803 mV
  – Pwr/cell area: 172.7 nW/um2
  – P_leak: 1.021 nW

Run status
  – Status: finished clean

Hold path
  – Tightest Hold Check Type: reg -> reg
## layout by cell type (no fill, tap or decap), types with 7 or more instances in the layout
cell / count
nand3_1: 13
nor4_1: 9
o21ai_0: 19
xor2_1: 8
inv_1: 9
or3_1: 8
nand2_1: 15
clkdlybuf4s50_1: 8
nor2_1: 32
nand4_1: 11
a21oi_1: 22
conb_1: 64
dlxtn_1: 7
xnor2_1: 10
dfxtp_1: 45
## layout make-up
type / count / area share, %
inverter: 8 / 1.132
tap: 108 / 5.094
timing repair buffer: 9 / 3.302
multi-input combinational: 254 / 50.71
clock buffer: 4 / 1.698
sequential: 52 / 37.92
clock inverter: 1 / 0.1415
## synth_stat cells, drive strengths merged
cell      n  area (um2)
buf      68       508.0
and2      1       6.260
a31o      1       8.760
dlxtn     7       105.1
and4      4       36.29
o2bb2ai   1       8.760
clkbuf   12       45.04
o211ai    1       7.510
o21ai    19       95.09
xor2      8       70.07
o21a      1       7.510
mux2      1       11.26
or4b      1       10.01
a21oi    22       110.1
nor2b     3       18.77
dfxtp    45       900.9
nor3      6       30.03
nand2b    6       37.54
conb      1       3.750
o2111ai   1       8.760
or3      12       80.08
nor4      9       56.30
inv       9       33.78
nand3    13       65.06
nand2    15       56.30
and3      2       12.51
o31ai     3       22.52
nor2     32       120.1
nand4    12       90.09
o31a      1       8.760
xnor2    10       87.58
or4       5       38.79
## tightest hold or removal path, cell delays in order, from the launching register on
cell     delay [ns]
dfxtp_1        0.33
o21ai_0        0.07
a21oi_1        0.05
## worst paths after layout
check | end | cells past startpoint | start
worst max-delay path | Clr$_DFF_N_ | 4 | C0.T13.Q$_SDFFE_PP0N_
worst min-delay path | C0.T22.Q$_SDFFE_PP0N_ | 2 | C0.T22.Q$_SDFFE_PP0N_
worst max register to register | Clr$_DFF_N_ | 4 | C0.T13.Q$_SDFFE_PP0N_
worst min register to register | C0.T22.Q$_SDFFE_PP0N_ | 2 | C0.T22.Q$_SDFFE_PP0N_
## stage by stage
| step | cell area, um2 | hold slack (ns) | setup slack, ns | total power [mW] | utilization [%] |
|---|---|---|---|---|---|
| after global placement | 2608 | 0.4723 | 0.7320 | 0.3036 | 29.90 |
| after CTS | 2653 | 0.4934 | 0.7431 | 0.4675 | 30.42 |
| final | 2653 | 0.4878 | 0.7574 | 0.4581 | 30.42 |
| after detailed placement | 2608 | 0.4805 | 0.7111 | 0.3025 | 29.90 |
| after global routing | 2653 | 0.5173 | 0.5569 | 0.4800 | 30.42 |
| after floorplan | 2938 | 0.4540 | 0.6108 | 0.3485 | - |
## power breakdown
group | leakage (nW) | internal, mW | switching [mW] | total (mW)
clock | 0.0281 | 0.0784 | 0.0878 | 0.166
combinational | 0.578 | 0 | 0.00154 | 0.00154
sequential | 0.416 | 0.290 | 0 | 0.290
total | 1.02 | 0.369 | 0.0894 | 0.458
## metal layers
metal | GRT usage (%) | share of wire [%]
met1 | 13.53 | 53
met2 | 11.65 | 41
met3 | 1.324 | 4.8
met4 | 0.2296 | 0.33
met5 | 0 | 0
## kinds of logic (layout without fill, tap and decap cells)
kind of cell,after synthesis,count (layout),share of synthesized area [%]
AOI/OAI and AO/OA,50,50,10.28
xor gates and xnor gates,18,18,5.836
DFF,45,45,33.35
and+or+nand+nor,121,121,24.36
muxes,1,1,0.4168
buffers and inverters,89,22,21.72
other,1,64,0.1388
latches,7,7,3.891
Power is estimated from default activity; no workload was simulated.
